==> design/flow/design.v <==
`timescale 1ns/100ps
module pre_set_tab(	input					clk,reset,
					input					wr_en,
					input	[1:0]		up_data,
					input	[1:0]		set_addr,
					input	[9:0]		tab_addr,
					output	[1:0]		rd_data);
	reg	[1:0]	set_tab [4095:0];
	wire [11:0]	addr;
	assign addr = {tab_addr,set_addr};
	integer i;
	always @(posedge clk) begin
		if(reset)
			for(i = 0;i < 4096;i = i + 1)
				set_tab[i] <= 2'b10;
		else if(wr_en)
			set_tab[addr] <= up_data;
	end
	assign rd_data = set_tab[addr];
endmodule
==> design/flow/run.sh <==
#!/bin/bash
# OpenROAD 26Q1-2900-gdf79404cd8, Yosys 0.63+post, stock flow scripts
make -C /OpenROAD-flow-scripts/flow DESIGN_CONFIG=/design/flow/config.mk WORK_HOME=/design/flow/orfs finish
==> design/flow/config.mk <==
export PLATFORM = sky130hd
export DESIGN_NAME = pre_set_tab
export DESIGN_NICKNAME = pre_set_tab
export VERILOG_FILES = /design/flow/design.v
export SDC_FILE = /design/flow/constraint.sdc
export NUM_CORES = 4
export LEC_CHECK = 1
export CORE_UTILIZATION = 50
export SYNTH_MEMORY_MAX_BITS = 65536
==> design/flow/constraint.sdc <==
current_design pre_set_tab

set clk_period 126.2
set clk_io_pct 0.2

create_clock -name clk0 -period $clk_period [get_ports {clk}]

set non_clock_inputs [all_inputs -no_clocks]
set_input_delay [expr $clk_period * $clk_io_pct] -clock clk0 $non_clock_inputs
set_output_delay [expr $clk_period * $clk_io_pct] -clock clk0 [all_outputs]
==> CHANGELOG.md <==
### Changed

- Hold Buf Count CTS: 0
- Yosys Instances: 31700
- Top flop regs: set_tab: 8192 flops
- Residual DRC: 0
- GRT Overall Usage: 53.6%
- Final-report max-slew violation count: 4
- CP max stage delay: 1.01 ns
- Post-DP HPWL: 1140000 um
- # Max-Cap Violations: 2
- Req. time, crit path: 100.96 ns
- PnR worst setup slack: 66.52 ns
- Clk root buf: clkbuf_16
- Count of different cell masters after synthesis: 83
- Hold Crit Class: in -> reg
- Number of OpenROAD warnings: 58
- Fmax achieved: 0.0168 GHz
- RSZ-0062 raised after global routing: false
- Layout cells sized above 1: 12.3%
- Post-Synthesis Mean Instance Area: 11.9 um2
- Max clock buf depth: 4
- Core Footprint: 754000 um2
- Cell family with most CP delay: buffers and inverters
- Worst IR Drop VDD: 0.0000170 V
- Met2 Wirelength: 730000 um
- Cycle use final: 47.3%
- Drt pass-1 iters: 19
- Buf/Inv on CP: 10
- Synth-to-layout area growth: 10.4%
- Largest reg by FF count: set_tab
- Ao+oa area frac: 16.9%
- Routed WL per cell: 45.4 um
- Crit-path max FO: 63
- Met3 WL: 430000 um
- Fillers: 59900
- Comb area leader: AND-OR/OR-AND gates
- Chip area in the Yosys report: 379000 um2
- Dpl ws: 67.31 ns
- Top-Level Pins: 19
- CTS tree: built
- Routed wire length: 1880000 um
- Total negative slack: 0 ns
- Initial core utilization: 50.2%
- Comb area: 119000 um2
- CP dominant cell by count: buf_4
- Chip width: 872 um
- Initial antenna violation count: 269
- Mux area share: 3.76%
- Crit path kind: in -> out
- Registers, synthesis: 8192
- Number of flip-flops in the largest register: 8192
- Worst Min Path Start: reset
- Arrival time worst endpoint: 34.44 ns
- Ys Warns: 1
- Setup crit end kind: output port
- CP startpoint: set_addr[1]
- Post-Syn Instances: 31700
- Initial DRC Count: 33000
- Worst setup SP type: primary input
- Post-CTS Resized: 0
- Std-Cell Rows: 319
- Status: finished with violations
- Commonest Layout Cell: edfxtp_1
- Number of global-route vias before repair: 291000
- Simple-gate share of the synthesized area: 9.94%
- Post-synthesis xor/xnor area fraction: 0%
- Top layer reached by signal wires: met5
- Fin crit period: 59.68 ns
- Final-report hold violation count: 0
- Die area: 761000 um2
- Register area share after synthesis: 65.0%
- Routed via count: 299000
- TritonCTS buffer count: 862
- Power per cell area: 14.5 nW/um2
- Leakage: 142 nW
- First-pass GRT wire length: 2500000 um
- Routed length on met1: 520000 um
- Routability cong.: 1.05
- Register area: 246000 um2
- Slowest CP cell: a31oi_1
- # port buffers: 18
- Adder Area Share: 0%
- Die Y-Extent: 872 um
- Postcts setup bufs: 0
- Total grt overflow: 0
- Final setup fails: 0
- CTS sink count: 8192
- Critical-path cell list: buf_8 -> buf_4 -> buf_4 -> buf_12 -> and3b_4 -> buf_4 -> buf_4 -> buf_12 -> buf_4 -> a22oi_1 -> a31oi_1 -> nor3_1 -> a31oi_1 -> nor4_1 -> a21oi_2 -> buf_4 -> a21oi_1 -> or4b_1 -> clkdlybuf4s50_1
- Most frequent cells in the layout: 8192 x edfxtp_1, 4439 x nand2_1, 4420 x nor2_1
- DR vias/cell: 7.22
- Least-Margin Pin Slew: 1.68 ns
- Clk slew on worst S/H paths: 0.06 ns
- Antenna Violating Nets Remaining: 0
- Critical path endpoint: rd_data[1]
- H-tree levels: 6
- Count of library flops with an enable pin: 8192
- Syn Std Cell Area: 379000 um2
- Crit path depth: 19
- Failing checks: capacitance limit, slew limit
- Ys flop type: edfxtp_1
- Largest net degree at the start of global routing: 132
- Ys async rst share: 0%
- Slew headroom: -12.4%
## cell usage after synthesis, types with 219 or more instances
master	instances	share of area [%]
a22o_1	219	0.51
a21o_1	2853	5.7
buf_2	680	0.90
a22oi_1	1724	3.4
a221oi_1	618	1.4
mux2_2	443	1.3
a21oi_1	474	0.63
o21ai_0	282	0.37
mux2i_1	636	1.7
nor2_1	4578	4.5
nand2_1	4575	4.5
a31oi_1	297	0.49
o21bai_1	1236	2.5
buf_1	337	0.33
edfxtp_1	8192	65
clkbuf_1	2913	2.9
## cell type report
cell class / count / share of cell area, %
sequential: 8192 / 58.9
clock buffer: 1074 / 5.38
timing repair buffer: 1672 / 3.17
multi-input combinational: 19500 / 28.4
antenna: 597 / 0.358
tap: 9951 / 2.98
clock inverter: 472 / 0.859
inverter: 8 / 0.0132
## routing by layer
layer / vias to the layer above / global-route usage (%)
li1: 115000 / -
met4: 532 / 39.1
met1: 145000 / 56.0
met3: 8446 / 51.7
met5: - / 26.5
met2: 30600 / 62.6
## per-stage QoR
step | cell area [um2] | hold WS [ns] | instances | util, % | total power (W)
2_1_floorplan | 379000 | 25.74 | 31700 | - | 0.00345
3_3_place_gp | 390000 | 25.80 | 39300 | 51.7 | 0.00365
3_5_place_dp | 390000 | 25.80 | 39300 | 51.7 | 0.00365
4_1_cts | 416000 | 24.53 | 40800 | 55.2 | 0.00602
5_1_grt | 417000 | 24.57 | 41200 | 55.3 | 0.00616
6_report | 418000 | 24.52 | 41400 | 55.4 | 0.00608
## cell families after synthesis
| family | count (synthesis) |
|---|---|
| buffers and inverters | 4060 |
| flip-flops | 8192 |
| multiplexers | 1208 |
| AND/OR/NAND/NOR | 9690 |
| AND-OR/OR-AND | 8579 |
## worst min path at each step
stage | to | slack [ns] | depth (start not counted)
finish | set_tab[2895][1]$_SDFFCE_PN1P_ | 24.52 | 2
global route | set_tab[741][1]$_SDFFCE_PN1P_ | 24.57 | 3
CTS | set_tab[737][1]$_SDFFCE_PN1P_ | 24.53 | 3
## report_power, final
group	leakage, nW	total, W	switching [W]	internal (W)
clock network	12.8	0.00245	0.00112	0.00133
registers	80.2	0.00316	0.0000440	0.00312
logic	48.8	0.000465	0.000332	0.000133
total	142	0.00608	0.00149	0.00458
Power is estimated from default activity; no workload was simulated.
