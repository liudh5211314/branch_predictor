===== flow/config.mk =====
export PLATFORM = sky130hd
export DESIGN_NAME = cache_tag
export DESIGN_NICKNAME = cache_tag
export VERILOG_FILES = /design/flow/design.v
export SDC_FILE = /design/flow/constraint.sdc
export NUM_CORES = 4
export LEC_CHECK = 1
export CORE_UTILIZATION = 30
export SYNTH_MEMORY_MAX_BITS = 65536

===== flow/run.sh =====
#!/bin/bash
# OpenROAD 26Q1-2900-gdf79404cd8, Yosys 0.63+post, stock flow scripts
make -C /OpenROAD-flow-scripts/flow DESIGN_CONFIG=/design/flow/config.mk WORK_HOME=/design/flow/orfs finish

===== flow/design.v =====
`timescale 1ns/100ps
module cache_tag(	input					clk,reset,
					input					up_en,
					input	[9:0]		up_addr,
					input	[9:0]		addr,
					input	[19:0]		new_tag,
					output	[19:0]		rd_tag);
	reg [20:0]	tab	[1023:0];
	integer i;
	always @(posedge clk) begin
		if(reset)
			for(i = 0;i < 1024;i = i + 1)
				tab[i][20:20] <= 1'b0;
		else if(up_en) begin
			tab[up_addr][19:0] <= new_tag;
			tab[up_addr][20:20] <= 1'b1;
		end
	end
	assign rd_tag = tab[addr][20:20] ? tab[addr][19:0] : 20'bx;
endmodule

===== flow/constraint.sdc =====
current_design cache_tag

set clk_period 100.5
set clk_io_pct 0.2

create_clock -name clk0 -period $clk_period [get_ports {clk}]

set non_clock_inputs [all_inputs -no_clocks]
set_input_delay [expr $clk_period * $clk_io_pct] -clock clk0 $non_clock_inputs
set_output_delay [expr $clk_period * $clk_io_pct] -clock clk0 [all_outputs]

==> run notes <==
STA classifies the critical path endpoint as an output pin. Of the synthesized area, sequential elements account for 78.1%. With the overall fraction of global-route tracks in use at 20.9%, the total congestion overflow is 0. The registers reported with the highest flop counts are tab: 20480 flops.

For this design, Yosys synthesis ends with a cell count of 35,547. For the maximum number of pins on one net before global-route repair, the log shows 126. The register with the most flip-flops in the layout has 20,480 of them. For reference, the top cells by area after synthesis are sky130_fd_sc_hd__edfxtp_1, sky130_fd_sc_hd__mux4_2, sky130_fd_sc_hd__mux2i_1. The tools report the initial antenna violation count as 252. The number of maximum-capacitance violations was 3.

The run gives 8 for the H-tree depth. The dominant cell type by area after synthesis was sky130_fd_sc_hd__edfxtp_1. The register with the most flip-flops in the final layout is tab. The library cell used most frequently in the layout, excluding fill and tap cells, is sky130_fd_sc_hd__edfxtp_1. For this design the ratio of total power to cell area is 19.6 nW/µm².

Nets still carrying antenna violations after routing amount to 0. The total area inside the core boundary comes to 2,620,000 µm². Hold-check failures listed in the final report amount to 0. The via count of the first global-routing pass is 421,203. The total instance count after detailed placement was 71,243; the number of clock sinks seen by CTS was 20,480. The average routed wire per standard cell came out at 34.3 µm. In this run the cell area of the synthesized design comes to 788,000 µm². Leaving out buffers and inverters, the combinational logic in the layout accounts for 164,000 µm². The first routing iteration left 30,563 violations. The run gives 5.20 for the vias per cell.

Per the gpl log, the routability congestion estimate is 0.923. The tools report the number of top-level pins as 63. The final tally of setup violations is 0. The chip height is 1.62 mm.

The flow ran to the end, but the final reports show violations. The number of clock buffers added by TritonCTS is 2,184. The leading register cell type out of synthesis was sky130_fd_sc_hd__edfxtp_1.

The clock passes through at most 6 buffers. Before antenna repair, the detailed router went through 6 iterations. Checking max transition, the worst relative margin is -22.1%. The worst hold path stage count is 1, and the overall routed net length is 2590 mm. Overall die width: 1.62 mm. For the number of design rule violations left after detail routing, the log shows 0. By startpoint and endpoint, the worst setup path is classified as input port to output pin. After clock tree synthesis, the flow added hold-fix buffers numbering 0. TritonCTS built the clock tree.

The final cell count without fillers was 75,541. Compared with the post-synthesis result, the final layout area differs by 15.9%. In this run the tools logged warnings totalling 72. Per the synthesis report, the number of distinct cell types is 83.

The run gives 0 ns for the aggregate negative setup slack. Per the CTS log, the root buffer master is sky130_fd_sc_hd__clkbuf_16. The first global-routing pass estimated 3510 mm of wire. Per the layout report, the design carries 237,903 filler cells. The sequential cells in the finished layout cover a total of 615,000 µm².

The worst path needs 50.84 ns of the cycle, external delays included. For this run the detailed placement stage logged an HPWL of 1630 mm. With the synthesized area per cell at 22.2 µm², the flip-flop and latch count after synthesis is 20,480. Of all nets on the critical path, the largest fanout is 68.

The floorplan step records an initial core utilization of 30.0%. Data required time at the worst endpoint: 80.40 ns. The completed layout was analyzed and its total power is 17.9 mW.

The count of flip-flops with a built-in enable after synthesis is 20,480. Yosys reported that registers with async set or reset make up 0%. The final timing report lists a max-slew violation count of 19. The portion of synthesized cell area occupied by the leading cell type is 78.1%, and the data arrival time of the critical path is 30.74 ns.

According to the floorplan log, the row count is 595. Clock-pin slew was measured on the worst setup and hold paths at 0.06 ns. By instance count after routing, the leading logic cell types are sky130_fd_sc_hd__edfxtp_1, sky130_fd_sc_hd__mux4_2, sky130_fd_sc_hd__buf_4. The transition time recorded at the tightest slew-check pin is 1.83 ns.

STA classifies the critical path startpoint as an input port. In the finished design, the share of the clock period the worst path needs comes to 50.6%. For the Yosys warning count, the log shows 1. The die covers 2,630,000 µm². Total of buffers placed on input and output ports: 62. In the synthesized netlist, the number of instances is 35,547. Post-synthesis, Yosys gives the total cell area as 788,000 µm². Looking at the VDD voltage map, the peak drop is 0.0150 mV. The checks that failed: max-capacitance violations, max-slew violations.

The type recorded for the worst min-delay path is input port to flip-flop. In this run, post-CTS repair resized a total of 0 instances. The maximum clock frequency is 19.7 MHz, and the cell leakage power is 282 nW.

Setup repair after global routing left no endpoint under its margin. Cells with a size suffix above 1 make up 29.0% of the layout. The number of vias after detailed routing is 392,476.

After clock tree synthesis, the setup repair step added 0 buffers.
[per-layer routing]
metal | vias to the layer above | share of wire (%) | global-route usage [%]
met4 | 291 | 6.9 | 11.3
li1 | 157624 | - | -
met5 | - | 0.46 | 3.36
met3 | 5223 | 22 | 20.9
met1 | 198808 | 27 | 18.6
met2 | 30530 | 44 | 29.0
[area by class of cell]
type,instances,area share [%]
Antenna cell,585,0.160
Inverter,8,0.00672
Clock inverter,941,0.761
Tap cell,34924,4.79
Clock buffer,2770,6.38
Multi-Input combinational cell,12906,18.0
Sequential cell,20480,67.4
Timing Repair Buffer,2927,2.52
[cell families (layout without fill, tap and decap cells)]
kind of cell	after synthesis	after routing	synth area share (%)
mux	6681	6681	15.8
other cells	0	585	0
compound gates	3090	3090	2.70
flops	20480	20480	78.1
buf+inv	2161	6646	1.68
simple gates	3135	3135	1.73
[worst max-delay path: stages]
cell                              delay [ns]
sky130_fd_sc_hd__buf_16                 0.23
sky130_fd_sc_hd__buf_4                  0.55
sky130_fd_sc_hd__buf_4                  0.61
sky130_fd_sc_hd__buf_4                  0.45
sky130_fd_sc_hd__buf_4                  0.47
sky130_fd_sc_hd__buf_4                  0.46
sky130_fd_sc_hd__buf_12                 0.48
sky130_fd_sc_hd__buf_12                 0.48
sky130_fd_sc_hd__buf_4                  0.74
sky130_fd_sc_hd__buf_4                  0.63
sky130_fd_sc_hd__buf_4                  0.63
sky130_fd_sc_hd__mux4_2                 0.59
sky130_fd_sc_hd__mux4_2                 0.70
sky130_fd_sc_hd__o22ai_1                0.35
sky130_fd_sc_hd__o31ai_2                0.12
sky130_fd_sc_hd__nand3_1                0.14
sky130_fd_sc_hd__nand4_1                1.27
sky130_fd_sc_hd__buf_4                  0.68
sky130_fd_sc_hd__clkdlybuf4s50_1        0.45
[cells in the mapped netlist (74+ instances only)]
cell and n:
sky130_fd_sc_hd__edfxtp_1 20480, sky130_fd_sc_hd__mux4_2 4562, sky130_fd_sc_hd__mux2i_1 2027, sky130_fd_sc_hd__nor2_1 1302, sky130_fd_sc_hd__nand2_1 904, sky130_fd_sc_hd__clkbuf_1 807, sky130_fd_sc_hd__a21oi_1 585, sky130_fd_sc_hd__o22ai_1 567
sky130_fd_sc_hd__o221ai_1 543, sky130_fd_sc_hd__buf_2 430, sky130_fd_sc_hd__a22oi_1 365, sky130_fd_sc_hd__buf_6 360, sky130_fd_sc_hd__o21ai_0 310, sky130_fd_sc_hd__nand3_1 309, sky130_fd_sc_hd__buf_4 266, sky130_fd_sc_hd__buf_1 214
sky130_fd_sc_hd__nor3_1 194, sky130_fd_sc_hd__a31oi_1 144, sky130_fd_sc_hd__a211oi_1 90, sky130_fd_sc_hd__nand4_1 75, sky130_fd_sc_hd__a221oi_1 74
[per-stage QoR]
step | setup slack, ns | util, % | hold slack, ns | cell area (µm²)
2_1_floorplan | 57.41 | - | 20.20 | 788000
3_3_place_gp | 49.17 | 32.3 | 20.46 | 846000
3_5_place_dp | 49.69 | 32.3 | 20.46 | 846000
4_1_cts | 49.68 | 34.8 | 18.98 | 911000
5_1_grt | 49.23 | 34.8 | 19.01 | 912000
6_report | 49.66 | 34.8 | 19.06 | 913000
[report_power, final]
part,internal [mW],leakage [nW],switching [mW]
Clock,4.30,31.8,3.24
Sequential,9.40,184,0.000614
Combinational,0.294,66.0,0.683
[path summary, 6_finish.rpt]
kind	startpoint	end	slack, ns
setup / recovery	addr[0]	rd_tag[15]	49.66
hold / removal	new_tag[8]	tab[139][8]	19.06
Power figures rest on the tool's default switching activity, not on a simulated workload.
