## flow/config.mk

```make
export PLATFORM = sky130hd
export DESIGN_NAME = bra_his_tab
export DESIGN_NICKNAME = bra_his_tab
export VERILOG_FILES = /design/flow/design.v
export SDC_FILE = /design/flow/constraint.sdc
export NUM_CORES = 4
export LEC_CHECK = 1
export CORE_UTILIZATION = 40
export SYNTH_MEMORY_MAX_BITS = 65536
```

## flow/constraint.sdc

```tcl
current_design bra_his_tab

set clk_period 230.5
set clk_io_pct 0.2

create_clock -name clk0 -period $clk_period [get_ports {clk}]

set non_clock_inputs [all_inputs -no_clocks]
set_input_delay [expr $clk_period * $clk_io_pct] -clock clk0 $non_clock_inputs
set_output_delay [expr $clk_period * $clk_io_pct] -clock clk0 [all_outputs]
```

## flow/design.v

```verilog
`timescale 1ns/100ps
module bra_his_tab(	input				clk,reset,
					input				up_en,
					input				wr_data,
					input	[9:0]	up_addr,
					input	[9:0]	addr,
					output	[9:0]	rd_data);
	reg	[9:0]	tab	[1023:0];
	integer i;
	always @(posedge clk) begin
		if(reset)
			for(i = 0;i < 1024;i = i + 1)
				tab[i] <= 10'b0;
		else if(up_en)
			tab[up_addr] <= {tab[up_addr][8:0],wr_data};
	end
	assign rd_data = tab[addr];
endmodule
```

## flow/run.sh

```bash
#!/bin/bash
# OpenROAD 26Q1-2900-gdf79404cd8, Yosys 0.63+post, stock flow scripts
make -C /OpenROAD-flow-scripts/flow DESIGN_CONFIG=/design/flow/config.mk WORK_HOME=/design/flow/orfs finish
```

==> ci_impl_report.md <==
## PnR job results

| Metric | Value |
|---|---|
| Status | `finished with violations` |
| Failing checks | `antenna rules, capacitance limit, slew limit` |
| Max clock buf depth | `6` |
| Dpl hpwl | `1660000 um` |
| Largest net degree at the start of global routing | `110` |
| Largest regs | `tab (10240)` |
| Post-synth EDFFs | `10240` |
| Pwr/cell area | `8.00 nW/um2` |
| CTS tree | `done` |
| HP Class | `reg -> reg` |
| Fin. Hold Viols | `0` |
| Startpoint Class | `input port` |
| YS warnings | `1` |
| Mean Syn Cell Area | `13.9 um2` |
| Core area | `around 1300000 um2` |
| Post_cts resized | `0` |
| Yosys chip area | `524000 um2` |
| Insertion Delay late pin | `1380 ps` |
| Root buffer cell | `clkbuf_16` |
| Clock-pin slew on the worst setup and hold paths | `approximately 60 ps` |
| Number of port buffers | `33` |
| Die ar. | `1310000 um2` |
| 1st-pass router iterations | `9` |
| Global route total overflow | `0` |
| CTS Sinks | `10240` |
| Post-cts hold-fix buffer tally | `0` |
| Slew HR | `-7.81%` |
| CP Capture Type | `output port` |
| Vias | `~370k` |
| Die X | `1150 um` |
| Initial antenna violation count | `383` |
| Setup violations, final | `0` |
| Synth Flop Type | `edfxtp_1` |
| Mapped Area | `between 500000 and 600000 um2` |
| Distinct lib cells | `82` |
| Post-Layout Inst Area | `approximately 580000 um2` |
| Global-route wire length before repair | `3240000 um` |
| Ratio of cells with drive above 1 in the final layout | `a little over a fifth` |
| WHS Path Cells | `8` |
| Max-slew violation count | `11` |
| VDD IR max | `0.00000648 V` |
| I/O Pins | `34` |
| Wire per inst | `44.1 um` |
| Max frequency | `~10 MHz` |
| H-tree depth | `7` |
| Final Wtd Congestion | `1.06` |
| Initial Util | `about 40%` |
| Reg2reg path depth | `12` |
| Skew final | `~120 ps` |
| CP Class | `in -> out` |
| Drc violations | `0` |
| Tot GR Track Use | `roughly two fifths` |
| Post-synth top area share | `about three fifths` |
| RSZ-0062 raised after global routing | `no` |
| Ys async rst share | `0%` |
| Total CTS buffers | `1217` |
| Cells in synth_stat.txt | `around 38000` |
| Mapped Cells | `around 38000` |
| Vias in the first global route | `380144` |
| Crit-path max FO | `59` |
| Biggest area cells | `edfxtp_1 (59%), mux4_2 (19%), nor2_1 (5.3%)` |
| Fin Setup TNS | `0 ps` |
| Count of tool warnings | `58` |
| Largest register FFs | `10240` |
| Final Cycle Share | `44.4%` |
| Arr. time, crit path | `56210 ps` |
| Row count | `420` |
| Routed WL | `2430000 um` |
| Design Power | `4.63 mW` |
| Ys flops | `10240` |
| Cell type with the largest total area | `edfxtp_1` |
| Setup Fix Bufs, Post-CTS | `0` |
| Die H | `1150 um` |
| Crit path DRT | `184400 ps` |
| Register bank with the most flops | `tab` |
| Period minus WS final | `102310 ps` |
| Leak | `a little under 200 nW` |
| Synth Seq Share | `58.7%` |
| Maxcap violations | `4` |
| Area grow syn2layout | `10.5%` |
| Via-to-Cell Ratio | `approximately 6.7` |
| Antenna violation net count after detailed routing | `2` |
| Placed Area | `between 500000 and 600000 um2` |
| Worst Max-Slew Pin Slew | `1610 ps` |
| DRT iter0 DRCs | `34652` |
area by class of cell:
class,instances,area [um2]
clock inverters,592,4730
flip-flops and latches,10240,307000
fillers,112264,728000
multi-input cells,22731,197000
inverters,12,88.8
diodes,886,2220
clock buffers,1476,32000
well taps,17302,21600
repair buffers,1741,14100
report_power, final:
part	internal [mW]	switching, mW	total, mW
Combinational	0.168	0.474	0.642
Clock	1.06	0.787	1.85
Sequential	2.11	0.0311	2.14
placed cells by master, fill, tap and decap left out, drive strengths merged, types with 156 or more instances in the layout:
cell and instances:
a21oi 3454, a22oi 1265, buf 1726, clkbuf 1476, clkinv 478, diode 886
edfxtp 10240, mux2i 1645, mux4 4333, nand2 1407, nand2b 1040, nand3 261
nand4 179, nor2 7381, o21ai 156, o22ai 562
synthesized netlist by cell type, types with 27 or more instances:
master / instances
edfxtp_1: 10240
a21oi_1: 3454
nand2_1: 1407
mux4_2: 4333
nand3_1: 261
and3_1: 40
o22ai_1: 562
clkbuf_1: 2048
a211oi_1: 66
o2bb2ai_1: 37
o211ai_1: 58
o21ai_0: 154
nand4_1: 179
mux2i_1: 1645
nor2_1: 7381
buf_2: 1624
a31oi_1: 55
buf_4: 448
nand2b_1: 1040
nor2b_1: 31
a22o_1: 63
a221oi_1: 81
nor4_1: 116
o2111ai_1: 41
a22oi_1: 1265
nor3_1: 92
o221ai_1: 27
buf_1: 399
buf_6: 59
per-layer routing:
metal  part of all wire [%]  wire length (um)  global-route usage [%]
met3                     21            520000                    36.7
met4                    9.2            223000                    28.9
met5                   0.94             22800                    17.2
met1                     27            663000                    39.1
met2                     41            997000                    49.9
cells by family after synthesis:
logic type      share of synthesized area, %
compound gates                          6.92
buf+inv                                 4.08
flops                                   58.7
simple gates                            8.51
mux                                     21.8
worst max-delay path, cell delays in order:
cell and delay (ps):
buf_16 270, buf_4 550, buf_4 640, buf_4 640, buf_4 700, buf_4 600, buf_4 580, buf_4 580
buf_4 610, mux4_2 410, mux4_2 560, a22oi_1 500, buf_4 270, a211o_1 390, buf_4 300, nor4_2 100
buf_4 200, or4_1 1040, buf_4 380, clkdlybuf4s50_1 400
metrics by stage:
step | worst slack (ps) | util (%) | std cells | hold WS, ps
after floorplan | 135100 | - | 37561 | 1160
after global placement | 128830 | 41.3 | 52024 | 1600
after detailed placement | 128750 | 41.3 | 52025 | 1610
after CTS | 128750 | 44.1 | 54093 | 1630
after global routing | 128350 | 44.2 | 54588 | 1740
final | 128190 | 44.3 | 54980 | 1690
path summary, 6_finish.rpt:
check	startpoint	to	slack, ps
hold reg to reg	tab[473][5]$_SDFFCE_PN0P_	tab[854][6]$_SDFFCE_PN0P_	1690
setup / recovery	addr[1]	rd_data[1]	128190
hold / removal	tab[473][5]$_SDFFCE_PN0P_	tab[854][6]$_SDFFCE_PN0P_	1690
setup reg to reg	tab[631][0]$_SDFFCE_PN0P_	tab[4][1]$_SDFFCE_PN0P_	222620
Power is estimated from default activity; no workload was simulated.
